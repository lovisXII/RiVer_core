<file path="/design/flow/config.mk">
export PLATFORM = sky130hd
export DESIGN_NAME = csr
export DESIGN_NICKNAME = csr
export VERILOG_FILES = /design/flow/design.v
export SDC_FILE = /design/flow/constraint.sdc
export NUM_CORES = 4
export LEC_CHECK = 1
export CORE_UTILIZATION = 30
</file>
<file path="/design/flow/constraint.sdc">
current_design csr

set clk_period 8.7
set clk_io_pct 0.2

create_clock -name clk0 -period $clk_period [get_ports {clk}]

set non_clock_inputs [all_inputs -no_clocks]
set_input_delay [expr $clk_period * $clk_io_pct] -clock clk0 $non_clock_inputs
set_output_delay [expr $clk_period * $clk_io_pct] -clock clk0 [all_outputs]
</file>
<file path="/design/flow/design.v">
package riscv;
localparam XLEN                 = 64;
localparam XLEN_SIZE            = $clog2(64);
localparam FRONTEND_WIDTH       = 2;
localparam PHYS_REGS_SIZE       = 64;
localparam PHYS_REGS_ADDR_SIZE  = $clog2(PHYS_REGS_SIZE);
localparam NBR_UNIT             = 6;
localparam NBR_OPERATION        = 6;
typedef enum logic [6:0]{
    R_TYPE   = 7'b0110011,
    I_TYPE   = 7'b0010011,
    L_TYPE   = 7'b0000011,  
    S_TYPE   = 7'b0100011,
    B_TYPE   = 7'b1100011,
    U_TYPE   = 7'b0110111,
    AUIPC    = 7'b0010111, 
    JAL      = 7'b1101111,
    JALR     = 7'b1100111,
    P_TYPE   = 7'b1110011,  
    FENCE    = 7'b0001111,
    R64_TYPE = 7'b0111011,  
    I64_TYPE = 7'b0011011
} inst_type_t;
typedef enum logic [12:0] {
  R_TYPE_ONE_HOT   = 13'b0000000000001,
  I_TYPE_ONE_HOT   = 13'b0000000000010,
  L_TYPE_ONE_HOT   = 13'b0000000000100,
  S_TYPE_ONE_HOT   = 13'b0000000001000,
  B_TYPE_ONE_HOT   = 13'b0000000010000,
  U_TYPE_ONE_HOT   = 13'b0000000100000,
  P_TYPE_ONE_HOT   = 13'b0000001000000,
  FENCE_ONE_HOT    = 13'b0000010000000,
  AUIPC_ONE_HOT    = 13'b0000100000000,
  JALR_ONE_HOT     = 13'b0001000000000,
  JAL_ONE_HOT      = 13'b0010000000000,
  R64_TYPE_ONE_HOT = 13'b0100000000000,
  I64_TYPE_ONE_HOT = 13'b1000000000000
}instr_one_hot_t;
typedef enum logic [11:0] {
        CSR_FFLAGS         = 12'h001,
        CSR_FRM            = 12'h002,
        CSR_FCSR           = 12'h003,
        CSR_FTRAN          = 12'h800,
        CSR_SSTATUS        = 12'h100,
        CSR_SIE            = 12'h104,
        CSR_STVEC          = 12'h105,
        CSR_SCOUNTEREN     = 12'h106,
        CSR_SSCRATCH       = 12'h140,
        CSR_SEPC           = 12'h141,
        CSR_SCAUSE         = 12'h142,
        CSR_STVAL          = 12'h143,
        CSR_SIP            = 12'h144,
        CSR_SATP           = 12'h180,
        CSR_ADR_PROTECTED  = 12'hDC0,  
        CSR_MSTATUS        = 12'h300,
        CSR_MISA           = 12'h301,
        CSR_MEDELEG        = 12'h302,
        CSR_MIDELEG        = 12'h303,
        CSR_MIE            = 12'h304,
        CSR_MTVEC          = 12'h305,
        CSR_MCOUNTEREN     = 12'h306,
        CSR_MSCRATCH       = 12'h340,
        CSR_MEPC           = 12'h341,
        CSR_MCAUSE         = 12'h342,
        CSR_MTVAL          = 12'h343,
        CSR_MIP            = 12'h344,
        CSR_PMPCFG0        = 12'h3A0,
        CSR_PMPCFG1        = 12'h3A1,
        CSR_PMPCFG2        = 12'h3A2,
        CSR_PMPCFG3        = 12'h3A3,
        CSR_PMPADDR0       = 12'h3B0,
        CSR_PMPADDR1       = 12'h3B1,
        CSR_PMPADDR2       = 12'h3B2,
        CSR_PMPADDR3       = 12'h3B3,
        CSR_PMPADDR4       = 12'h3B4,
        CSR_PMPADDR5       = 12'h3B5,
        CSR_PMPADDR6       = 12'h3B6,
        CSR_PMPADDR7       = 12'h3B7,
        CSR_PMPADDR8       = 12'h3B8,
        CSR_PMPADDR9       = 12'h3B9,
        CSR_PMPADDR10      = 12'h3BA,
        CSR_PMPADDR11      = 12'h3BB,
        CSR_PMPADDR12      = 12'h3BC,
        CSR_PMPADDR13      = 12'h3BD,
        CSR_PMPADDR14      = 12'h3BE,
        CSR_PMPADDR15      = 12'h3BF,
        CSR_MVENDORID      = 12'hF11,
        CSR_MARCHID        = 12'hF12,
        CSR_MIMPID         = 12'hF13,
        CSR_MHARTID        = 12'hF14,
        CSR_MCYCLE         = 12'hB00,
        CSR_MINSTRET       = 12'hB02,
        CSR_ML1_ICACHE_MISS = 12'hB03,   
        CSR_ML1_DCACHE_MISS = 12'hB04,   
        CSR_MITLB_MISS      = 12'hB05,   
        CSR_MDTLB_MISS      = 12'hB06,   
        CSR_MLOAD           = 12'hB07,   
        CSR_MSTORE          = 12'hB08,   
        CSR_MEXCEPTION      = 12'hB09,   
        CSR_MEXCEPTION_RET  = 12'hB0A,   
        CSR_MBRANCH_JUMP    = 12'hB0B,   
        CSR_MCALL           = 12'hB0C,   
        CSR_MRET            = 12'hB0D,   
        CSR_MMIS_PREDICT    = 12'hB0E,   
        CSR_MSB_FULL        = 12'hB0F,   
        CSR_MIF_EMPTY       = 12'hB10,   
        CSR_MHPM_COUNTER_17 = 12'hB11,   
        CSR_MHPM_COUNTER_18 = 12'hB12,   
        CSR_MHPM_COUNTER_19 = 12'hB13,   
        CSR_MHPM_COUNTER_20 = 12'hB14,   
        CSR_MHPM_COUNTER_21 = 12'hB15,   
        CSR_MHPM_COUNTER_22 = 12'hB16,   
        CSR_MHPM_COUNTER_23 = 12'hB17,   
        CSR_MHPM_COUNTER_24 = 12'hB18,   
        CSR_MHPM_COUNTER_25 = 12'hB19,   
        CSR_MHPM_COUNTER_26 = 12'hB1A,   
        CSR_MHPM_COUNTER_27 = 12'hB1B,   
        CSR_MHPM_COUNTER_28 = 12'hB1C,   
        CSR_MHPM_COUNTER_29 = 12'hB1D,   
        CSR_MHPM_COUNTER_30 = 12'hB1E,   
        CSR_MHPM_COUNTER_31 = 12'hB1F,   
        CSR_DCACHE         = 12'h701,
        CSR_ICACHE         = 12'h700,
        CSR_TSELECT        = 12'h7A0,
        CSR_TDATA1         = 12'h7A1,
        CSR_TDATA2         = 12'h7A2,
        CSR_TDATA3         = 12'h7A3,
        CSR_TINFO          = 12'h7A4,
        CSR_DCSR           = 12'h7b0,
        CSR_DPC            = 12'h7b1,
        CSR_DSCRATCH0      = 12'h7b2,  
        CSR_DSCRATCH1      = 12'h7b3,  
        CSR_CYCLE          = 12'hC00,
        CSR_TIME           = 12'hC01,
        CSR_INSTRET        = 12'hC02,
        CSR_L1_ICACHE_MISS = 12'hC03,   
        CSR_L1_DCACHE_MISS = 12'hC04,   
        CSR_ITLB_MISS      = 12'hC05,   
        CSR_DTLB_MISS      = 12'hC06,   
        CSR_LOAD           = 12'hC07,   
        CSR_STORE          = 12'hC08,   
        CSR_EXCEPTION      = 12'hC09,   
        CSR_EXCEPTION_RET  = 12'hC0A,   
        CSR_BRANCH_JUMP    = 12'hC0B,   
        CSR_CALL           = 12'hC0C,   
        CSR_RET            = 12'hC0D,   
        CSR_MIS_PREDICT    = 12'hC0E,   
        CSR_SB_FULL        = 12'hC0F,   
        CSR_IF_EMPTY       = 12'hC10,   
        CSR_HPM_COUNTER_17 = 12'hC11,   
        CSR_HPM_COUNTER_18 = 12'hC12,   
        CSR_HPM_COUNTER_19 = 12'hC13,   
        CSR_HPM_COUNTER_20 = 12'hC14,   
        CSR_HPM_COUNTER_21 = 12'hC15,   
        CSR_HPM_COUNTER_22 = 12'hC16,   
        CSR_HPM_COUNTER_23 = 12'hC17,   
        CSR_HPM_COUNTER_24 = 12'hC18,   
        CSR_HPM_COUNTER_25 = 12'hC19,   
        CSR_HPM_COUNTER_26 = 12'hC1A,   
        CSR_HPM_COUNTER_27 = 12'hC1B,   
        CSR_HPM_COUNTER_28 = 12'hC1C,   
        CSR_HPM_COUNTER_29 = 12'hC1D,   
        CSR_HPM_COUNTER_30 = 12'hC1E,   
        CSR_HPM_COUNTER_31 = 12'hC1F   
    } csr_reg_t;
    typedef struct packed {
        logic [4:0] rs1;
        logic [4:0] rs2;
        logic [4:0] rd;
        logic       rs1_v;
        logic       rs2_v;
        logic       rd_v;
        logic [3:0] operation;
        logic       is_load;
        logic       is_store;
        logic       is_branch;
        logic       is_csr;
    } instr_dec_t;
endpackage
module csr 
(
    input logic clk,
    input logic reset_n,
    input logic [11:0] CSR_WADR_SM,
    input logic [31:0] CSR_WDATA_SM,
    input logic CSR_ENABLE_SM,
    input logic EXCEPTION_SM,
    input logic [31:0] MSTATUS_WDATA_SM,
    input logic [31:0] MIP_WDATA_SM,
    input logic [31:0] MEPC_WDATA_SM,
    input logic [31:0] MCAUSE_WDATA_SM,
    input logic [31:0] MTVAL_WDATA_SM,
    output logic [31:0] MEPC_SC,
    output logic [31:0] MSTATUS_RC,
    output logic [31:0] MTVEC_VALUE_RC,
    output logic [31:0] MIP_VALUE_RC,
    output logic [31:0] MIE_VALUE_RC,
    output logic [31:0] MCAUSE_SC,
    input logic [11:0] CSR_RADR_SD,
    output logic [31:0] CSR_RDATA_SC
);
    logic [31:0] reg_mvendorid;
    logic [31:0] reg_marchid;
    logic [31:0] reg_mimpid;
    logic [31:0] reg_mstatus;
    logic [31:0] reg_misa;
    logic [31:0] reg_mie;
    logic [31:0] reg_mtvec;
    logic [31:0] reg_mstatush;
    logic [31:0] reg_mepc;
    logic [31:0] reg_mcause;
    logic [31:0] reg_mtval;
    logic [31:0] reg_mip;
    logic [31:0] reg_mscratch;
    localparam logic [11:0] adr_mvendorid = 12'hF11;
    localparam logic [11:0] adr_marchid = 12'hF12;
    localparam logic [11:0] adr_mimpid = 12'hF13;
    localparam logic [11:0] adr_mstatus = 12'h300;
    localparam logic [11:0] adr_misa = 12'h301;
    localparam logic [11:0] adr_mie = 12'h304;
    localparam logic [11:0] adr_mtvec = 12'h305;
    localparam logic [11:0] adr_mstatush = 12'h310;
    localparam logic [11:0] adr_mepc = 12'h341;
    localparam logic [11:0] adr_mcause = 12'h342;
    localparam logic [11:0] adr_mtval = 12'h343;
    localparam logic [11:0] adr_mip = 12'h344;
    localparam logic [11:0] adr_mscratch = 12'h340;
    always_ff @(posedge clk, negedge reset_n) begin
        if (~reset_n) begin
            reg_mvendorid <= 32'h0;
            reg_marchid <= 32'h0;
            reg_mimpid <= 32'h0;
            reg_mstatus <= 32'h0;
            reg_misa <= 32'h40100100;
            reg_mie <= 32'h0;
            reg_mtvec <= 32'h0;
            reg_mstatush <= 32'h0;
            reg_mepc <= 32'h0;
            reg_mcause <= 32'h0;
            reg_mtval <= 32'h0;
            reg_mip <= 32'h0;
            reg_mscratch <= 32'h0;
            end 
        else begin
            if (EXCEPTION_SM) begin
            reg_mstatus <= MSTATUS_WDATA_SM;
            reg_mepc <= MEPC_WDATA_SM;
            reg_mcause <= MCAUSE_WDATA_SM;
            reg_mtval <= MTVAL_WDATA_SM;
            reg_mip <= MIP_WDATA_SM;
        end 
        else if (CSR_ENABLE_SM) begin
            case (CSR_WADR_SM)
                adr_mstatus: begin
                    reg_mstatus <= CSR_WDATA_SM;
                end
                adr_mie: begin
                    reg_mie <= CSR_WDATA_SM;
                end
                adr_mtvec: begin
                    reg_mtvec <= CSR_WDATA_SM;
                end
                adr_mepc: begin
                    reg_mepc <= CSR_WDATA_SM;
                end
                adr_mcause: begin
                    reg_mcause <= CSR_WDATA_SM;
                end
                adr_mtval: begin
                    reg_mtval <= CSR_WDATA_SM;
                end
                adr_mip: begin
                    reg_mip <= CSR_WDATA_SM;
                end
                adr_mscratch: begin
                    reg_mscratch <= CSR_WDATA_SM;
                end
                default : begin
                end
            endcase
        end
        end
    end
assign CSR_RDATA_SC = (CSR_RADR_SD == adr_mvendorid) ? reg_mvendorid :
                      (CSR_RADR_SD == adr_marchid) ? reg_marchid :
                      (CSR_RADR_SD == adr_mimpid) ? reg_mimpid :
                      (CSR_RADR_SD == adr_mstatus) ? reg_mstatus :
                      (CSR_RADR_SD == adr_misa) ? reg_misa :
                      (CSR_RADR_SD == adr_mie) ? reg_mie :
                      (CSR_RADR_SD == adr_mtvec) ? reg_mtvec :
                      (CSR_RADR_SD == adr_mstatush) ? reg_mstatush :
                      (CSR_RADR_SD == adr_mepc) ? reg_mepc :
                      (CSR_RADR_SD == adr_mcause) ? reg_mcause :
                      (CSR_RADR_SD == adr_mtval) ? reg_mtval :
                      (CSR_RADR_SD == adr_mip) ? reg_mip :
                      (CSR_RADR_SD == adr_mscratch) ? reg_mscratch :
                      32'h0;
assign MEPC_SC = reg_mepc;
assign MSTATUS_RC = reg_mstatus;
assign MTVEC_VALUE_RC = reg_mtvec;
assign MIP_VALUE_RC = reg_mip;
assign MIE_VALUE_RC = reg_mie;
assign MCAUSE_SC = reg_mcause;
assign MEPC_SC = reg_mepc;
assign MSTATUS_RC = reg_mstatus;
assign MTVEC_VALUE_RC = reg_mtvec;
assign MIP_VALUE_RC = reg_mip;
assign MIE_VALUE_RC = reg_mie;
assign MCAUSE_SC = reg_mcause;
endmodule
</file>
<file path="/design/flow/run.sh">
#!/bin/bash
# OpenROAD 26Q1-2900-gdf79404cd8, Yosys 0.63+post, stock flow scripts
make -C /OpenROAD-flow-scripts/flow DESIGN_CONFIG=/design/flow/config.mk WORK_HOME=/design/flow/orfs finish
</file>
==> flow_metrics.py <==
# Synthesis and PnR figures
metrics = {
    "cells_and_area": {
        "drive_above_1_share_pct": 11.9,
        "mostFrequentLayoutCell": "clkdlybuf4s50_1",
        "combGateArea_mm2": 0.00664,
        "post-route-util_pct": 44.1,
        "final_cell_mix": "clkdlybuf4s50_1 (438), dfrtp_1 (256), mux2i_1 (180), o21ai_0 (170), nand2_1 (149)",
        "fin_area_mm2": 0.0196,
        "fill_cells": 4163,
        "area_growth_pct": 44.5,
        "seq_area_mm2": 0.00641,
    },
    "status": {
        "status": "finished clean",
    },
    "floorplanning": {
        "die_w_um": 215,
        "chipArea_mm2": 0.0460,
        "num_rows": 77,
        "top_level_ports": 444,
        "die_h_um": 215,
        "core_area_mm2": 0.0444,
        "fp_util_pct": 30.5,
    },
    "setup_path": {
        "r2r_slack_ns": 7.80,
        "reg2reg_depth": 2,
        "startpoint_type": "input pin",
        "r2r-start": "reg_mstatus[8]",
        "required_ns": 6.96,
        "crit_path_max_fanout": 40,
        "r2r-end": "reg_mstatus[8]",
        "crit_type": "input pin to output pin",
        "endpoint_kind": "output pin",
        "critPathArrivalTime_ns": 4.97,
    },
    "synth": {
        "synthCells": 1337,
        "yosysUniqueCellTypes": 50,
        "ys_seq_elements": 256,
        "yosysTopAreaCellShare_pct": 47.3,
        "ys_chip_area_mm2": 0.0135,
        "ys_cells": 1337,
        "edf_count": 0,
        "avgSynthCellArea_um2": 10.1,
        "postSynth.asyncResetShare_pct": 100,
        "yosysTopAreaCell": "dfrtp_1",
        "yosys_warnings": 1,
        "netlist_area_mm2": 0.0135,
        "ys.flop_type": "dfrtp_1",
        "ys_seq_share_pct": 47.3,
        "area_leaders": "dfrtp_1 (47%), mux2i_1 (13%), o21ai_0 (6.3%)",
    },
    "detailed_routing": {
        "wirelength_um": 60200,
        "drc": 0,
        "vias": 12400,
        "wl_per_cell_um": 25.7,
        "viasPerCell": 5.30,
        "drtIter0Drc": 877,
        "postRouteAntennaNets": 0,
        "drt_first_pass_iters": 5,
    },
    "final_timing": {
        "period_used_pct": 77.1,
        "finalSetupTns_ns": 0,
        "finalSetupViolCount": 0,
        "fin_crit_ns": 6.71,
        "fin_hold_ws_ns": 0.488,
        "setup_slack_ns": 1.99,
        "fmaxAchievable_mhz": 149,
        "hold_violations": 0,
        "max_slew.worst_pin.slew_ns": 0.822,
        "maxSlewViolCount": 0,
        "slew_headroom_pct": 45.1,
        "skew_ns": 0,
        "rsz0062_at_grt": "false",
    },
    "min_path": {
        "hold_path_end": "reg_mscratch[6]",
        "worstHoldStart": "reg_mscratch[6]",
        "min_path_type": "flip-flop to flip-flop",
        "hold_depth": 1,
    },
    "clock_network": {
        "cts_resized": 0,
        "ctsRootBufferMaster": "clkbuf_16",
        "clkTransAtPathRegs_ns": 0.06,
        "cts_tree": "yes",
        "cts_buffers": 29,
        "insertion_delay_ns": 0.56,
        "cts_sinks": 256,
        "cts_buffer_depth": 3,
        "post-cts-setup-buffer-count": 0,
        "cts_hold_buf": 0,
        "htreeDepth": 1,
    },
    "run": {
        "drv_cap": 0,
        "warnings": 25,
    },
    "pwr": {
        "leakagePower_uw": 0.00885,
        "irDropWorstVdd_v": 0.000135,
        "power.density_mw_per_mm2": 156,
    },
    "placed_design": {
        "port_buffers": 443,
        "globalplace.congestion": 0.887,
        "hpwlAfterDp_um": 41000,
        "dp_slack_ns": 1.98,
        "dpl_cell_area_mm2": 0.0186,
    },
    "grt": {
        "grt_overflow_total": 0,
        "grt_max_degree": 78,
        "grt_first_pass_wirelength_um": 87700,
        "grt_antenna_before_repair": 1,
        "first_global_vias": 12600,
        "track_usage_pct": 26.7,
    },
}
## through the flow
step / power, uW / cells
after floorplan: 1460 / 1337
after global placement: 1800 / 2294
after detailed placement: 1800 / 2294
after CTS: 3090 / 2345
after global routing: 3170 / 2346
final: 3050 / 2347
## worst max-delay path, cell delays in order
cell and delay [ns]:
buf_4 0.54, inv_1 0.50, or3_2 0.77, buf_4 0.33, o221a_2 0.31, o221a_2 0.22
clkdlybuf4s50_1 0.49
## report_power, final
part / leakage, uW / switching (uW) / total (uW) / internal [uW]
logic: 0.00511 / 205 / 453 / 248
clock network: 0.000487 / 513 / 1270 / 759
registers: 0.00326 / 68.8 / 1330 / 1260
## cell type report
cell class                      count  area share (%)
Clock buffer                       45            4.58
Timing Repair Buffer              482            24.1
Sequential cell                   256            32.7
Inverter                           20           0.390
Antenna cell                        2          0.0256
Tap cell                          592            3.78
Clock inverter                      6           0.428
Multi-Input combinational cell    944            33.9
## routing by layer
| layer | share of wire (%) | track usage, % | vias to the layer above |
|---|---|---|---|
| li1 | - | - | 5660 |
| met1 | 43 | 37.7 | 6146 |
| met5 | 0 | 0 | - |
| met3 | 7.3 | 6.46 | 80 |
| met2 | 47 | 42.5 | 558 |
| met4 | 2.6 | 5.81 | 0 |
## flip-flops by register name, summed over array words and instances (netlist names)
signal and cells:
reg_mepc 32, reg_mtvec 32, reg_mip 32, reg_mcause 32
reg_mscratch 32, reg_mie 32, reg_mstatus 32, reg_mtval 32
## cell families after synthesis
group | count (synthesis) | share of synthesized area (%)
simple gates | 305 | 10.2
compound gates | 363 | 16.3
mux | 276 | 22.0
flops | 256 | 47.3
buf+inv | 137 | 4.18
## cell usage after synthesis (7+ instances only)
cell type,count
a211oi_1,19
nand3_1,32
mux2i_1,180
a31oi_1,32
o32a_1,10
o2bb2ai_1,19
buf_2,21
a22oi_1,10
inv_1,19
mux2_4,27
mux2_2,63
buf_1,7
o221ai_1,18
clkbuf_1,85
a21oi_1,54
nand2_1,149
o21ai_0,170
a21boi_0,10
o22ai_1,10
dfrtp_1,256
nor2_1,76
## worst max path at each step
| stage | slack, ns | from | depth (start not counted) | to |
|---|---|---|---|---|
| CTS | 1.98 | CSR_RADR_SD[10] | 8 | CSR_RDATA_SC[28] |
| global route | 1.92 | CSR_RADR_SD[11] | 8 | CSR_RDATA_SC[28] |
| finish | 1.99 | CSR_RADR_SD[0] | 7 | CSR_RDATA_SC[30] |
Power and IR drop assume default switching activity.
